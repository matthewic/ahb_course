**run.sh**
```bash
#!/bin/bash
# OpenROAD 26Q1-2900-gdf79404cd8, Yosys 0.63+post, stock flow scripts
make -C /OpenROAD-flow-scripts/flow DESIGN_CONFIG=/design/flow/config.mk WORK_HOME=/design/flow/orfs finish
```
**config.mk**
```make
export PLATFORM = sky130hd
export DESIGN_NAME = ahb_slave
export DESIGN_NICKNAME = ahb_slave
export VERILOG_FILES = /design/flow/design.v
export SDC_FILE = /design/flow/constraint.sdc
export NUM_CORES = 4
export LEC_CHECK = 1
export CORE_AREA = 10 10 83 83
export DIE_AREA = 0 0 93 93
```
**constraint.sdc**
```tcl
current_design ahb_slave

set clk_period 1.8
set clk_io_pct 0.2

create_clock -name clk0 -period $clk_period [get_ports {hclk}]

set non_clock_inputs [all_inputs -no_clocks]
set_input_delay [expr $clk_period * $clk_io_pct] -clock clk0 $non_clock_inputs
set_output_delay [expr $clk_period * $clk_io_pct] -clock clk0 [all_outputs]
```
**design.v**
```verilog
module ahb_slave #(
  parameter   ADDRWIDTH=12)
 (
  input  wire                  hclk,        
  input  wire                  hresetn,     
  input  wire                  hsels,
  input  wire [ADDRWIDTH-1:0]  haddrs,
  input  wire [1:0]            htranss,
  input  wire [2:0]            hsizes,
  input  wire                  hwrites,
  input  wire                  hreadys,
  input  wire [31:0]           hwdatas,
  output wire                  hreadyouts,
  output wire                  hresps,
  output wire [31:0]           hrdatas,
  output wire [ADDRWIDTH-1:0]  addr,
  output wire                  read_en,
  output wire                  write_en,
  output wire [3:0]            byte_strobe,
  output wire [31:0]           wdata,
  input  wire [31:0]           rdata);
   wire                   trans_req= hreadys & hsels & htranss[1];
   wire                   ahb_read_req  = trans_req & (~hwrites); 
   wire                   ahb_write_req = trans_req &  hwrites;   
   wire                   update_read_req;     
   wire                   update_write_req;    
   reg  [ADDRWIDTH-1:0]   addr_reg;      
   reg                    read_en_reg;   
   reg                    write_en_reg;  
   reg  [3:0]             byte_strobe_reg;  
   reg  [3:0]             byte_strobe_nxt;  
  always @(posedge hclk or negedge hresetn)
  begin
    if (~hresetn)
      addr_reg <= {(ADDRWIDTH){1'b0}};  
    else if (trans_req)
      addr_reg <= haddrs[ADDRWIDTH-1:0];
  end
  assign update_read_req = ahb_read_req | (read_en_reg & hreadys);  
  always @(posedge hclk or negedge hresetn)
  begin
    if (~hresetn)
      begin
        read_en_reg <= 1'b0;
      end
    else if (update_read_req)
      begin
        read_en_reg  <= ahb_read_req;
      end
  end
  assign update_write_req = ahb_write_req |( write_en_reg & hreadys);   
  always @(posedge hclk or negedge hresetn)
  begin
    if (~hresetn)
      begin
        write_en_reg <= 1'b0;
      end
    else if (update_write_req)
      begin
        write_en_reg  <= ahb_write_req;
      end
  end
   always @(hsizes or haddrs)
   begin
     if (hsizes == 3'b000)     
       begin
         case(haddrs[1:0])
           2'b00: byte_strobe_nxt = 4'b0001;
           2'b01: byte_strobe_nxt = 4'b0010;
           2'b10: byte_strobe_nxt = 4'b0100;
           2'b11: byte_strobe_nxt = 4'b1000;
           default: byte_strobe_nxt = 4'bxxxx;
         endcase
       end
     else if (hsizes == 3'b001)  
       begin
         if(haddrs[1]==1'b1)
           byte_strobe_nxt = 4'b1100;
         else
           byte_strobe_nxt = 4'b0011;
       end
     else  
       begin
           byte_strobe_nxt = 4'b1111;
       end
   end
  always @(posedge hclk or negedge hresetn)
  begin
    if (~hresetn)
      byte_strobe_reg <= {4{1'b0}};
    else if (update_read_req|update_write_req)
      byte_strobe_reg  <= byte_strobe_nxt;
  end
  assign addr        = addr_reg[ADDRWIDTH-1:0];
  assign read_en     = read_en_reg;
  assign write_en    = write_en_reg;
  assign wdata       = hwdatas;
  assign byte_strobe = byte_strobe_reg;
  assign hreadyouts  = 1'b1;   
  assign hresps      = 1'b0;   
  assign hrdatas     = rdata;
endmodule
```
==> impl_metrics.toml <==
# implementation run metrics
[global_route]
groute.usage.overall_pct = 5.61
grt-ovfl-total = 0
grt_pass1_vias = 779
largest_net_degree_at_the_start_of_global_routing = 19
grt_antenna_before_repair = 0
grt_pass1_wl_um = 3910

[routing]
number_of_nets_with_antenna_violations_after_routing = 0
routed-via-count = 651
drt_iter0_markers = 11
wire_per_inst_um = 14.5
finalWirelength_um = 2470
drt_pre_antenna_iters = 2
post_route_drc_violation_count = 0
detail_route.vias_per_cell = 3.83
antenna_cells = 0

[synthesis]
synth_flops = 18
synth.yosys.chip_area_um2 = 1270
ys.warnings.count = 1
post_synth_num_cell_types = 19
synthCells = 122
yosysCellCount = 122
mappedNetlistArea_um2 = 1270
post_synth.cell_area_avg_um2 = 10.4
postSynthSeqShare_pct = 35.5

[layout]
layout-drive-gt1-share_pct = 22.0
number_of_flip_flops_in_the_largest_register = 12
nFillCells = 567
area_delta_synth_final_pct = 3.05

[final_timing]
post-route-min-period_ps = 1510
timing.final.hold_violations = 0
fmax_ghz = 0.662
timing_max_transition_violations_final = 0
fin_skew_ps = 1.68
rsz0062_at_grt = "false"
finalSetupViolations = 0
final.period_utilization_pct = 83.9
fin_setup_tns_ps = 0

[die]
pin_count = 170
design.core.area_um2 = 5140
die_y_um = 93
core.rowCount = 26
fp_util_pct = 24.7
chip_area_um2 = 8650
die_w_um = 93

[run_status]
run_status = "completed"

[clock_tree]
total_setup_buffers_inserted_after_cts = 0
clock_sink_count = 18
clk_pin_slew_ps = 70
cts-root-buf = "clkbuf_8"
clk-insertion-delay-late_ps = 250
clock_tree_from_tritoncts = "yes"
clockBufferDepth = 2
cts-htree-levels = 1
ctsHoldBuffers = 0
cts-resized-gates = 0
cts-buffers-inserted = 3

[critical_path]
timing.critical_path.arrival_ps = 1650
crit-reg2reg-capture = "byte_strobe_reg[1]$_DFFE_PN0P_"
crit_fanout = 3
crit_path_start_kind = "input pin"
worstPathRequired_ps = 1940
critical-path-slowest-cell = "clkdlybuf4s50_1"
max_stage_delay_ps = 470
regToRegSetupSlack_ps = 490
setup.worst_path.end_class = "register"
rr_startpoint = "read_en_reg$_DFFE_PN0P_"
worst-setup-path-type = "in2reg"
reg2reg_depth = 3
worstPathCellList = "clkdlybuf4s50_1 -> a211o_1 -> nand2_1 -> mux2_2"

[power_and_ir_drop]
clkPwrFrac_pct = 29.5
static-leakage-power_uw = 0.000539
seqPwrFrac_pct = 45.2
finalPower_uw = 1110
total_switching_power_uw = 232
internal_power_uw = 881
p_comb_share_pct = 25.3
worst_ir_drop_vdd_v = 0.000330
switching_share_pct = 20.9
power_density_nw_per_um2 = 851

[placed_design]
io_buffer_count = 38
gp_congestion = 0.686
hpwl_um = 1980

[hold_path]
worst_hold_path_type = "in2async"

[job]
drv.max_cap_violation_count = 0
log.warning_count = 26
layout make-up:
type	instances	area, um^2	area share [%]
flip-flops and latches	18	450	34.4
repair buffers	41	403	30.8
multi-input cells	33	298	22.8
well taps	70	87.6	6.69
clock buffers	4	55.1	4.21
inverters	4	15.0	1.15
kinds of logic after synthesis:
| family | count (synthesis) | share of synthesized area [%] |
|---|---|---|
| buf+inv | 71 | 41.1 |
| flops | 18 | 35.5 |
| mux | 14 | 14.2 |
| compound gates | 9 | 4.73 |
| simple gates | 8 | 3.94 |
| other cells | 2 | 0.591 |
how the worst max path moves through the flow:
stage	slack (ps)	start	cells after the start	endpoint
final	290	hsels	4	byte_strobe_reg[1]$_DFFE_PN0P_
after global routing	250	write_en_reg$_DFFE_PN0P_	1	write_en
after CTS	280	write_en_reg$_DFFE_PN0P_	1	write_en
synthesized netlist by cell type (all sizes together):
cell / instances / area [um^2]
a211o: 1 / 8.76
inv: 4 / 15.0
dfrtp: 18 / 450
nor2: 1 / 3.75
nand2b: 2 / 12.5
conb: 2 / 7.51
mux2: 14 / 180
nand2: 3 / 11.3
o21ai: 2 / 10.0
a21oi: 1 / 5.00
o22ai: 2 / 12.5
nand3: 2 / 22.5
a211oi: 1 / 7.51
o211ai: 1 / 7.51
a41oi: 1 / 8.76
buf: 67 / 507
stage by stage:
stage | instances | setup slack [ps] | cell area (um^2) | utilization (%) | hold slack [ps]
3_5_place_dp | 166 | 21.6 | 1250 | 24.4 | 479
5_1_grt | 170 | 249 | 1310 | 25.5 | 456
2_1_floorplan | 122 | 574 | 1270 | - | 64.4
6_report | 170 | 290 | 1310 | 25.5 | 445
3_3_place_gp | 166 | 44.8 | 1250 | 24.4 | 482
4_1_cts | 170 | 280 | 1310 | 25.5 | 448
cells in the final DEF, fill, tap and decap left out:
master,count
inv_1,4
nand3_1,1
buf_4,3
a21oi_1,1
dfrtp_1,18
o211ai_1,1
clkbuf_8,4
nand2b_1,2
o21ai_0,2
a211oi_1,1
nand2_1,3
conb_1,2
clkdlybuf4s50_1,38
mux2_4,6
mux2_2,8
o22ai_1,2
nand3_4,1
a211o_1,1
a41oi_1,1
nor2_1,1
critical path, delay by kind of cell:
kind	cells	cell delay, ps
AND-OR/OR-AND	1	320
buffers and inverters	1	470
multiplexers	1	350
AND/OR/NAND/NOR	1	150
per-layer routing:
metal  GRT usage [%]  up-vias  part of all wire [%]
li1                -      282                     -
met1            5.87      315                    37
met2            8.47       46                    47
met3            4.52        8                    15
met4            1.54        0                   1.1
met5               0        -                     0
power by group through the flow:
stage	clock network [uW]	registers, uW	logic, uW
finish	328	503	282
global route	370	515	313
CTS	353	504	292
Power is estimated from default activity; no workload was simulated.
